## config.mk

```make
export PLATFORM = sky130hd
export DESIGN_NAME = game_array
export DESIGN_NICKNAME = game_array
export VERILOG_FILES = /design/flow/design.v
export SDC_FILE = /design/flow/constraint.sdc
export NUM_CORES = 4
export LEC_CHECK = 1
export CORE_UTILIZATION = 40
```

## constraint.sdc

```tcl
current_design game_array

set clk_period 14.2
set clk_io_pct 0.2

create_clock -name clk0 -period $clk_period [get_ports {Clk}]

set non_clock_inputs [all_inputs -no_clocks]
set_input_delay [expr $clk_period * $clk_io_pct] -clock clk0 $non_clock_inputs
set_output_delay [expr $clk_period * $clk_io_pct] -clock clk0 [all_outputs]
```

## design.v

```verilog
module game_array (
    input Clk, 
    input Ack, 
    input Start, 
    input Reset, 
    input bottom_flag, 
    input top_flag, 
    input [3:0] x1,
    input [3:0] y1,
    input [3:0] x2,
    input [3:0] y2,
    input [3:0] x3,
    input [3:0] y3,
    input [3:0] x4,
    input [3:0] y4,
    output reg [4:0] state,
    output gen_flag, 
    output reg [9:0] arr0, 
    output reg [9:0] arr1, 
    output reg [9:0] arr2, 
    output reg [9:0] arr3, 
    output reg [9:0] arr4, 
    output reg [9:0] arr5, 
    output reg [9:0] arr6, 
    output reg [9:0] arr7, 
    output reg [9:0] arr8, 
    output reg [9:0] arr9, 
    output reg [9:0] arr10, 
    output reg [9:0] arr11, 
    output q_blockgen, 
    output q_move, 
    output q_clear, 
    output q_lost,
    output q_ini, 
    output started,
    output reg [15:0] score);
reg [9:0] arr[11:0];
assign {q_lost, q_clear, q_move, q_blockgen, q_ini} = state;
integer i;
always @(*)
begin
    arr0 <= {arr[0][0], arr[1][0], arr[2][0], arr[3][0], arr[4][0], arr[5][0], arr[6][0], arr[7][0], arr[8][0], arr[9][0]};
    arr1 <= {arr[0][1], arr[1][1], arr[2][1], arr[3][1], arr[4][1], arr[5][1], arr[6][1], arr[7][1], arr[8][1], arr[9][1]};
    arr2 <= {arr[0][2], arr[1][2], arr[2][2], arr[3][2], arr[4][2], arr[5][2], arr[6][2], arr[7][2], arr[8][2], arr[9][2]};
    arr3 <= {arr[0][3], arr[1][3], arr[2][3], arr[3][3], arr[4][3], arr[5][3], arr[6][3], arr[7][3], arr[8][3], arr[9][3]};
    arr4 <= {arr[0][4], arr[1][4], arr[2][4], arr[3][4], arr[4][4], arr[5][4], arr[6][4], arr[7][4], arr[8][4], arr[9][4]};
    arr5 <= {arr[0][5], arr[1][5], arr[2][5], arr[3][5], arr[4][5], arr[5][5], arr[6][5], arr[7][5], arr[8][5], arr[9][5]};
    arr6 <= {arr[0][6], arr[1][6], arr[2][6], arr[3][6], arr[4][6], arr[5][6], arr[6][6], arr[7][6], arr[8][6], arr[9][6]};
    arr7 <= {arr[0][7], arr[1][7], arr[2][7], arr[3][7], arr[4][7], arr[5][7], arr[6][7], arr[7][7], arr[8][7], arr[9][7]};
    arr8 <= {arr[0][8], arr[1][8], arr[2][8], arr[3][8], arr[4][8], arr[5][8], arr[6][8], arr[7][8], arr[8][8], arr[9][8]};
    arr9 <= {arr[0][9], arr[1][9], arr[2][9], arr[3][9], arr[4][9], arr[5][9], arr[6][9], arr[7][9], arr[8][9], arr[9][9]};
    arr10 <= {arr[0][10], arr[1][10], arr[2][10], arr[3][10], arr[4][10], arr[5][10], arr[6][10], arr[7][10], arr[8][10], arr[9][10]};
    arr11 <= {arr[0][11], arr[1][11], arr[2][11], arr[3][11], arr[4][11], arr[5][11], arr[6][11], arr[7][11], arr[8][11], arr[9][11]};
end
localparam
LOST = 5'b10000, CLEAR = 5'b01000, MOVE = 5'b00100, BLOCKGEN = 5'b00010, INI = 5'b00001;
always @(posedge Clk, posedge Reset) 
  begin 
    if (Reset)
       begin
            state <= INI;
            score <= 16'bXXXX_XXXXX_XXXX_XXXX;
       end
    else
       begin
         case (state)
            INI : 
              begin
                  if (Start)
                    state <= BLOCKGEN;
                  score <= 0;
                  for(i = 0; i < 12; i = i + 1)
                  begin
                    arr[i] <= 10'd0000000000;
                  end
              end
            BLOCKGEN :
              begin
                    state <= MOVE;
              end 
            MOVE  :
              begin  
                if (bottom_flag)
                    state <= CLEAR;
                if (top_flag)
                    state <= LOST;
                if (bottom_flag)
                begin
                    arr[9-x1][y1] <= 1;
                    arr[9-x2][y2] <= 1;
                    arr[9-x3][y3] <= 1;
                    arr[9-x4][y4] <= 1;
                end
              end    
            CLEAR  :
              begin
                if (arr[0][10] && arr[1][10] && arr[2][10] && arr[3][10] && arr[4][10] && arr[5][10] && arr[6][10] && arr[7][10] && arr[8][10] && arr[9][10])
                begin
                  for (i = 0; i < 10; i = i + 1) begin
                    arr[i][10] <= arr[i][11];
                  end
                  score <= score + 10;
                end
                else if (arr[0][9] && arr[1][9] && arr[2][9] && arr[3][9] && arr[4][9] && arr[5][9] && arr[6][9] && arr[7][9] && arr[8][9] && arr[9][9])
                begin
                  for (i = 0; i < 10; i = i + 1) begin
                    arr[i][10] <= arr[i][11];
                    arr[i][9] <= arr[i][10];
                  end
                    score <= score + 10;
                end
                else if (arr[0][8] && arr[1][8] && arr[2][8] && arr[3][8] && arr[4][8] && arr[5][8] && arr[6][8] && arr[7][8] && arr[8][8] && arr[9][8])
                begin
                  for (i = 0; i < 10; i = i + 1) begin
                    arr[i][10] <= arr[i][11];
                    arr[i][9] <= arr[i][10];
                    arr[i][8] <= arr[i][9];
                  end
                    score <= score + 10;
                end
                else if (arr[0][7] && arr[1][7] && arr[2][7] && arr[3][7] && arr[4][7] && arr[5][7] && arr[6][7] && arr[7][7] && arr[8][7] && arr[9][7])
                begin
                  for (i = 0; i < 10; i = i + 1) begin
                    arr[i][10] <= arr[i][11];
                    arr[i][9] <= arr[i][10];
                    arr[i][8] <= arr[i][9];
                    arr[i][7] <= arr[i][7];
                  end
                    score <= score + 10;
                end
                else if (arr[0][6] && arr[1][6] && arr[2][6] && arr[3][6] && arr[4][6] && arr[5][6] && arr[6][6] && arr[7][6] && arr[8][6] && arr[9][6])
                begin
                  for (i = 0; i < 10; i = i + 1) begin
                    arr[i][10] <= arr[i][11];
                    arr[i][9] <= arr[i][10];
                    arr[i][8] <= arr[i][9];
                    arr[i][7] <= arr[i][8];
                    arr[i][6] <= arr[i][7];
                  end
                    score <= score + 10;
                end
                else if (arr[0][5] && arr[1][5] && arr[2][5] && arr[3][5] && arr[4][5] && arr[5][5] && arr[6][5] && arr[7][5] && arr[8][5] && arr[9][5])
                begin
                  for (i = 0; i < 10; i = i + 1) begin
                    arr[i][10] <= arr[i][11];
                    arr[i][9] <= arr[i][10];
                    arr[i][8] <= arr[i][9];
                    arr[i][7] <= arr[i][8];
                    arr[i][6] <= arr[i][7];
                    arr[i][5] <= arr[i][6];
                  end
                    score <= score + 10;
                end
                else if (arr[0][4] && arr[1][4] && arr[2][4] && arr[3][4] && arr[4][4] && arr[5][4] && arr[6][4] && arr[7][4] && arr[8][4] && arr[9][4])
                begin
                  for (i = 0; i < 10; i = i + 1) begin
                    arr[i][10] <= arr[i][11];
                    arr[i][9] <= arr[i][10];
                    arr[i][8] <= arr[i][9];
                    arr[i][7] <= arr[i][8];
                    arr[i][6] <= arr[i][7];
                    arr[i][5] <= arr[i][6];
                    arr[i][4] <= arr[i][5];
                  end
                    score <= score + 10;
                end
                else if (arr[0][3] && arr[1][3] && arr[2][3] && arr[3][3] && arr[4][3] && arr[5][3] && arr[6][3] && arr[7][3] && arr[8][3] && arr[9][3])
                begin
                  for (i = 0; i < 10; i = i + 1) begin
                    arr[i][10] <= arr[i][11];
                    arr[i][9] <= arr[i][10];
                    arr[i][8] <= arr[i][9];
                    arr[i][7] <= arr[i][8];
                    arr[i][6] <= arr[i][7];
                    arr[i][5] <= arr[i][6];
                    arr[i][4] <= arr[i][5];
                    arr[i][3] <= arr[i][4];
                  end
                    score <= score + 10;
                end
                else if (arr[0][2] && arr[1][2] && arr[2][2] && arr[3][2] && arr[4][2] && arr[5][2] && arr[6][2] && arr[7][2] && arr[8][2] && arr[9][2])
                begin
                  for (i = 0; i < 10; i = i + 1) begin
                    arr[i][10] <= arr[i][11];
                    arr[i][9] <= arr[i][10];
                    arr[i][8] <= arr[i][9];
                    arr[i][7] <= arr[i][8];
                    arr[i][6] <= arr[i][7];
                    arr[i][5] <= arr[i][6];
                    arr[i][4] <= arr[i][5];
                    arr[i][3] <= arr[i][4];
                    arr[i][2] <= arr[i][3];
                  end
                    score <= score + 10;
                end
                else if (arr[0][10] && arr[1][10] && arr[2][1] && arr[3][1] && arr[4][1] && arr[5][1] && arr[6][1] && arr[7][1] && arr[8][1] && arr[9][1])
                begin
                  for (i = 0; i < 10; i = i + 1) begin
                    arr[i][10] <= arr[i][11];
                    arr[i][9] <= arr[i][10];
                    arr[i][8] <= arr[i][9];
                    arr[i][7] <= arr[i][8];
                    arr[i][6] <= arr[i][7];
                    arr[i][5] <= arr[i][6];
                    arr[i][4] <= arr[i][5];
                    arr[i][3] <= arr[i][4];
                    arr[i][2] <= arr[i][3];
                    arr[i][1] <= arr[i][2];
                  end
                    score <= score + 10;
                end
                else if (arr[0][0] && arr[1][0] && arr[2][0] && arr[3][0] && arr[4][0] && arr[5][0] && arr[6][0] && arr[7][0] && arr[8][0] && arr[9][0])
                begin
                  for (i = 0; i < 10; i = i + 1) begin
                    arr[i][10] <= arr[i][11];
                    arr[i][9] <= arr[i][10];
                    arr[i][8] <= arr[i][9];
                    arr[i][7] <= arr[i][8];
                    arr[i][6] <= arr[i][7];
                    arr[i][5] <= arr[i][6];
                    arr[i][4] <= arr[i][5];
                    arr[i][3] <= arr[i][4];
                    arr[i][2] <= arr[i][3];
                    arr[i][1] <= arr[i][2];
                    arr[i][0] <= arr[i][1];
                  end
                    score <= score + 10;
                end
                else
                begin
                    state <= BLOCKGEN;
                end
              end
            LOST :
              begin
                if (Ack)
                    state <= INI;
              end
      endcase
    end 
  end
assign gen_flag = (state == BLOCKGEN) ;
assign started = (state != INI);
endmodule   
```

## run.sh

```bash
#!/bin/bash
# OpenROAD 26Q1-2900-gdf79404cd8, Yosys 0.63+post, stock flow scripts
make -C /OpenROAD-flow-scripts/flow DESIGN_CONFIG=/design/flow/config.mk WORK_HOME=/design/flow/orfs finish
```

==> impl_metrics.env <==
# physical design summary
export IMPL_warnings=37
export IMPL_postCtsSetupBuffers=0
export IMPL_cts_tree="yes"
export IMPL_setup_tns_ps=0
export IMPL_pre_cts_ws_ps=8272
export IMPL_hpwl_mm=29.17
export IMPL_status="complete, no violations"
export IMPL_hold_buffers=0
export IMPL_clkLatencyLatePin_ps=430
export IMPL_vdd_drop_max_mv=0.06830
export IMPL_drive_above_1_share_pct=8.183
export IMPL_cts_buffers=17
export IMPL_routed_wl_mm=41.94
export IMPL_io_buffers=164
export IMPL_top_cell_area_share_pct=31.68
export IMPL_p_total_mw=1.617
export IMPL_rsz0062_at_grt="false"
export IMPL_drtIter0Drc=1516
export IMPL_worst_setup_path_end_kind="flop"
export IMPL_ys_top_cells_by_count="a21oi_1, edfxtp_1, nand2_1, nor2_1, a22o_1"
export IMPL_grtUsageTotal_pct=35.99
export IMPL_worst_pin_slew_ps=1025
export IMPL_area_delta_synth_final_pct=26.24
export IMPL_synthMostInstantiatedCell="a21oi_1"
export IMPL_hp_start="score[1]"
export IMPL_grt_pass1_wl_mm=61.33
export IMPL_ys_chip_area_mm2=0.009478
export IMPL_ys_seq_share_pct=36.98
export IMPL_required_ps=14380
export IMPL_die_w_um=155.9
export IMPL_fin_ws_ps=8584
export IMPL_ys_warn_count=1344
export IMPL_postSynthAreaPerCell_um2=8.899
export IMPL_post_route_drc_count=0
export IMPL_grt_pass1_vias=9662
export IMPL_ioPinCount=186
export IMPL_htreeDepth=4
export IMPL_setup_viol=0
export IMPL_final_core_util_pct=52.21
export IMPL_fillers=2080
export IMPL_ys_cells=1065
export IMPL_syn_cell_area_mm2=0.009478
export IMPL_antenna_found_initial=0
export IMPL_cts_clk_slew_worst_paths_ps=60
export IMPL_gp_congestion=1.081
export IMPL_skew_ps=13.27
export IMPL_ys_types=78
export IMPL_num_rows=55
export IMPL_fp_utilization_pct=41.36
export IMPL_p_leak_nw=4.171
export IMPL_path_max_fanout=7
export IMPL_postRouteAntennaNets=0
export IMPL_cp_startpoint="x1[1]"
export IMPL_cts_repair_resized=0
export IMPL_hold_viol_final=0
export IMPL_area_leaders="edfxtp_1, a21oi_1, dfrtp_1"
export IMPL_core_area_mm2=0.02292
export IMPL_crit_arrival_ps=5800
export IMPL_syn_inst=1065
export IMPL_crit_type="input port to flop"
export IMPL_cts_root_buf="clkbuf_16"
export IMPL_die_area_mm2=0.02431
export IMPL_min_path_type="flop to flop"
export IMPL_vias=10280
export IMPL_p_per_area_mw_per_mm2=135.1
export IMPL_slew_viol_final=0
export IMPL_min_period_ps=5616
export IMPL_cts_sinks=120
export IMPL_ff_type="edfxtp_1"
export IMPL_cap_viol_max_count=0
export IMPL_r2r_start="state[2]"
export IMPL_drt_pass1_iter_count=8
export IMPL_overflow=0
export IMPL_die_height_um=155.9
export IMPL_fmax_ghz=0.1781
export IMPL_wl_per_cell_um=27.32
export IMPL_edf_count=100
export IMPL_synthArstFlopShare_pct=16.67
export IMPL_grt_max_degree=73
export IMPL_viasPerCell=6.696
export IMPL_largest_area_cell="edfxtp_1"
export IMPL_hold_ws_ps=535.1
export IMPL_ys_ff=120
export IMPL_slew_headroom_pct=31.53
export IMPL_cp_start_kind="input port"
export IMPL_insertedDiodeCount=0
export IMPL_finalCritPeriodShare_pct=39.55
export IMPL_clockBufferDepth=2
[metrics by stage]
stage | cell area [um2] | std cells
after global routing | 11970 | 1535
after CTS | 11970 | 1535
after global placement | 11390 | 1503
final | 11970 | 1535
after floorplan | 9553 | 1085
after detailed placement | 11390 | 1503
[worst paths after layout]
path	endpoint	slack, ps	cells after the start
worst max register to register	arr[1][0]	10750	8
max in group asynchronous	state[0]	11080	3
worst min-delay path	score[1]	540	1
min in group asynchronous	score[1]	2850	3
worst max-delay path	arr[5][9]	8580	9
worst min register to register	score[1]	540	1
[cell families after synthesis]
kind of cell	count (synthesis)	synth area share [%]
DFF	120	36.98
adders and majority gates	21	2.772
and+or+nand+nor	317	19.12
other	1	0.03957
buffers and inverters	136	6.957
xor gates and xnor gates	10	0.9241
muxes	3	0.3432
AOI/OAI and AO/OA	457	32.87
[power by group]
| part | internal (mW) | switching (mW) |
|---|---|---|
| Combinational | 0.277 | 0.307 |
| Sequential | 0.497 | 0.0997 |
| Clock | 0.259 | 0.176 |
| Total | 1.03 | 0.583 |
[flip-flops by register name, indices dropped and copies added (netlist names)]
signal and flops:
arr 100, score 15, state 5
[cell type report]
cell class / count / area, um2 / share of cell area (%)
multi-input cells: 829 / 5405 / 45.17
flip-flops and latches: 120 / 3505 / 29.29
repair buffers: 205 / 1949 / 16.29
clock buffers: 18 / 429.2 / 3.587
well taps: 313 / 391.6 / 3.273
clock inverters: 14 / 150.1 / 1.255
inverters: 36 / 135.1 / 1.129
[cell usage in the layout, fill, tap and decap left out, drive strengths merged, types with 23 or more instances in the layout]
cell type,instances
buf,41
nor3,28
nor2b,28
nand2,57
a21oi,129
inv,38
a22oi,47
o21ai,48
nand3,25
o22ai,34
edfxtp,100
a22o,49
nor2,57
clkdlybuf4s50,164
nand4,23
o211ai,38
[critical path, cell delays in order]
cell,delay [ps]
clkdlybuf4s50_1,620
clkinv_1,260
ha_1,300
xor2_1,390
nor2_1,110
and3_1,430
inv_1,400
o32ai_1,170
o31a_1,280
[layer usage]
| layer | global-route usage, % | vias to the layer above | part of all wire (%) | routed length (um) |
|---|---|---|---|---|
| met2 | 50.34 | 842 | 42 | 17550 |
| met1 | 50.19 | 4814 | 39 | 16180 |
| met3 | 15.84 | 173 | 14 | 6002 |
| met5 | 1.035 | - | 0 | 0 |
| met4 | 13.77 | 0 | 5.3 | 2210 |
| li1 | - | 4450 | - | - |
